`flow/run.sh`:
```
#!/bin/bash
# OpenROAD 26Q1-2900-gdf79404cd8, Yosys 0.63+post, stock flow scripts
make -C /OpenROAD-flow-scripts/flow DESIGN_CONFIG=/design/flow/config.mk WORK_HOME=/design/flow/orfs finish
```
`flow/config.mk`:
```
export PLATFORM = sky130hd
export DESIGN_NAME = vga_hvsync_gen
export DESIGN_NICKNAME = vga_hvsync_gen
export VERILOG_FILES = /design/flow/design.v
export SDC_FILE = /design/flow/constraint.sdc
export NUM_CORES = 4
export LEC_CHECK = 1
export CORE_AREA = 10 10 93 93
export DIE_AREA = 0 0 103 103
```
`flow/constraint.sdc`:
```
current_design vga_hvsync_gen

set clk_period 2.3
set clk_io_pct 0.2

create_clock -name clk0 -period $clk_period [get_ports {clk_i}]

set non_clock_inputs [all_inputs -no_clocks]
set_input_delay [expr $clk_period * $clk_io_pct] -clock clk0 $non_clock_inputs
set_output_delay [expr $clk_period * $clk_io_pct] -clock clk0 [all_outputs]
```
`flow/design.v`:
```
`timescale 1ns / 1ps
module vga_hvsync_gen(
  input                 clk_i,
  input                 reset_i,
  output reg            hsync_o, vsync_o,
  output                display_on_o,
  output reg [10:0]     hpos_o,
  output reg [9:0]      vpos_o
);
parameter H_DISPLAY       = 1024; 
parameter H_BACK          =   80; 
parameter H_FRONT         =   48; 
parameter H_SYNC          =   32;
parameter V_DISPLAY       =  768;
parameter V_TOP           =   15;
parameter V_BOTTOM        =    3; 
parameter V_SYNC          =    4; 
parameter H_SYNC_START    = H_DISPLAY + H_FRONT;
parameter H_SYNC_END      = H_DISPLAY + H_FRONT  + H_SYNC   - 1;
parameter H_MAX           = H_DISPLAY + H_BACK   + H_FRONT  + H_SYNC - 1;
parameter V_SYNC_START    = V_DISPLAY + V_BOTTOM;
parameter V_SYNC_END      = V_DISPLAY + V_BOTTOM + V_SYNC   - 1;
parameter V_MAX           = V_DISPLAY + V_TOP    + V_BOTTOM + V_SYNC - 1;
wire hmaxxed = (hpos_o == H_MAX) ;	
wire vmaxxed = (vpos_o == V_MAX) ;	
always @( posedge clk_i ) begin
  if( !reset_i ) begin 
    hsync_o <= 'b0;
    hpos_o  <= 'b0;
  end
  else begin
    hsync_o <= ( ( hpos_o >= H_SYNC_START ) && ( hpos_o <= H_SYNC_END ) );
    if( hmaxxed )
      hpos_o <= 0;
    else
      hpos_o <= hpos_o + 1;
  end
end
always @( posedge clk_i ) begin
  if( !reset_i ) begin
    vsync_o <= 'b0;      
    vpos_o  <= 'b0;
  end
  else begin
    vsync_o <= ( ( vpos_o >= V_SYNC_START ) && ( vpos_o <= V_SYNC_END ) );
    if( hmaxxed )
      if( vmaxxed )
        vpos_o <= 0;
      else
        vpos_o <= vpos_o + 1;
  end
end
assign display_on_o = ( hpos_o < H_DISPLAY ) && ( vpos_o < V_DISPLAY );
endmodule
```
==> results.txt <==
fresh numbers from the pnr run: status=finished, final reports clean, setup TNS=0 ns, FP Util=17.2%, transition time at the pin with the least slew margin=between 0.4 and 0.5 ns, Skew-Pair Late Insertion Delay=0.27 ns, standby leakage power=0.538 nW, Placement Cell Area=approximately 1500 µm², worst setup skew after layout=0.00921 ns, required time at the worst-slack endpoint=between 2 and 3 ns, Post-synth EDFFs=0, worst min path class=flip-flop to flip-flop, HPWL reported at the end of detailed placement=approximately 2300 µm, CTS tree=yes, power density normalized to cell area=447 nW/µm², CP arrival=2.07 ns, via-per-instance ratio=4.41, fraction of layout cells with a size suffix above 1=6.45%, top cells by area in the synthesized netlist=sky130_fd_sc_hd__dfxtp_1 (40%), sky130_fd_sc_hd__nor2_1 (5.5%), sky130_fd_sc_hd__ha_1 (5.4%), sky130_fd_sc_hd__xnor2_1 (4.5%), sky130_fd_sc_hd__and3_1 (4.3%), Die Span X=slightly above 100 µm, die footprint=10,600 µm², WS Path Type=flip-flop to flip-flop, fin. max-slew vios=0, post-CTS sizing=0, clock-pin slew on the worst setup and hold paths=0.09 ns, crit path time final=1.87 ns, tally of yosys warning messages=1, number of unique standard cell types used by synthesis=37, Max-Slew Margin vs Limit=69.0%, final standard cell area without fillers=1560 µm², number of DRC violations after detailed-routing iteration 0=about 62, post-synthesis instance total=128, CTS Buf Count=3, Tot GR Track Use=just under 6%, first-pass detailed-route iteration total=4, wire length of the first global-routing pass=5070 µm, die extent in y=103 µm, initial antenna violation count=0, hold_buf cts=0, launch point of the worst hold path=hpos_o[0], warning total across the stage logs=29, portion of synthesized cell area occupied by the leading cell type=39.5%, Worst setup startpoint=hpos_o[0], async set-or-reset flop fraction in the synthesized netlist=0%, Num Clock Sinks=23, Core Area=6760 µm², Max FO, Critical Path=8, cycle use final=81.3%, count of endpoints failing hold in the final timing report=0, launching point of the worst reg2reg path=hpos_o[0], antenna violation net count after detailed routing=0, Max Cap Violations=0, overall power consumption=between 0.0006 and 0.0007 W, Mapped Area=1160 µm², Vias=approximately 1,000, Mean Syn Cell Area=~9.1 µm², placer congestion estimate=0.862, nature of the critical path endpoint=flip-flop, number of setup violations in the final report=0, commonest non-fill, non-tap cell in the layout=sky130_fd_sc_hd__clkdlybuf4s50_1, number of placement rows=30, sequential fraction of the synthesis area=roughly two fifths, number of storage elements in the synthesis netlist=23, Layout Utilization=23.1%, Area Overhead vs Synth=33.8%, count of buffers inserted at the top-level ports=25, synthesized chip area reported by yosys=1160 µm², Peak Freq=0.535 GHz, remaining routing DRC violations=0, total congestion overflow after global routing=0, total cells reported by yosys after synthesis=around 130, critical path startpoint category=flip-flop, ANT cells=0, pin count of the biggest net entering global routing=15, leading register cell type out of synthesis=sky130_fd_sc_hd__dfxtp_1, Max H-tree Level=1, Detailed Route WL=3040 µm, maximum root-to-sink buffer count=2, CTS Root Cell=sky130_fd_sc_hd__clkbuf_8, most common logic cells in the final layout=sky130_fd_sc_hd__clkdlybuf4s50_1 (25), sky130_fd_sc_hd__dfxtp_1 (23), sky130_fd_sc_hd__nor2_1 (17), dominant cell type by area after synthesis=sky130_fd_sc_hd__dfxtp_1, # Post-CTS Setup Buffers=0, I/O pin cnt=26, detailed-route wire length per cell=roughly 13 µm, RSZ-0062 raised after global routing=no, number of global-route vias before repair=995, largest voltage drop on the vdd net=0.193 mV
-- logic make-up (layout without fill, tap and decap cells) --
| logic type | after synthesis | after routing | share of synthesized area, % |
|---|---|---|---|
| compound gates | 18 | 18 | 10.8 |
| xor+xnor | 11 | 11 | 8.27 |
| fa+ha+maj | 5 | 5 | 5.37 |
| buf+inv | 10 | 37 | 3.65 |
| flops | 23 | 23 | 39.5 |
| mux | 2 | 2 | 1.72 |
| simple gates | 59 | 59 | 30.6 |
-- worst max-delay path, stage by stage, from the launching register on --
cell,delay (ns)
sky130_fd_sc_hd__dfxtp_1,0.42
sky130_fd_sc_hd__ha_1,0.25
sky130_fd_sc_hd__and3_1,0.30
sky130_fd_sc_hd__nand3_2,0.19
sky130_fd_sc_hd__or4_1,0.53
sky130_fd_sc_hd__o21ai_1,0.12
-- power by group --
part	internal, W	total [W]	leakage [nW]	switching (W)
Combinational	0.0000178	0.0000330	0.331	0.0000152
Sequential	0.000402	0.000408	0.186	0.00000606
Clock	0.000122	0.000256	0.0217	0.000133
-- final cells by class --
cell class,count,area [µm²]
tap,80,100
sequential,23,460
clock buffer,3,41.3
clock inverter,1,7.51
timing repair buffer,27,265
multi-input combinational,95,662
inverter,6,22.5
fill,737,5200
-- Yosys cell counts, types with 2 or more instances --
master                     instances
sky130_fd_sc_hd__dfxtp_1          23
sky130_fd_sc_hd__nor2_1           17
sky130_fd_sc_hd__and3_1            8
sky130_fd_sc_hd__inv_1             6
sky130_fd_sc_hd__nand3_1           6
sky130_fd_sc_hd__xnor2_1           6
sky130_fd_sc_hd__ha_1              5
sky130_fd_sc_hd__nand2_1           5
sky130_fd_sc_hd__xor2_1            5
sky130_fd_sc_hd__and4_1            4
sky130_fd_sc_hd__nand4_1           4
sky130_fd_sc_hd__o21ai_0           4
sky130_fd_sc_hd__nor3_1            3
sky130_fd_sc_hd__a21oi_1           2
sky130_fd_sc_hd__clkbuf_1          2
sky130_fd_sc_hd__mux2i_1           2
sky130_fd_sc_hd__nor4_1            2
sky130_fd_sc_hd__o21ai_1           2
sky130_fd_sc_hd__o221ai_1          2
sky130_fd_sc_hd__o311ai_0          2
sky130_fd_sc_hd__o31ai_1           2
-- per-stage QoR --
step	instances	setup WS (ns)	hold WS [ns]
after global routing	235	0.195	0.551
after CTS	235	0.417	0.500
after floorplan	128	0.638	0.438
after global placement	231	0.432	0.466
after detailed placement	231	0.417	0.475
final	235	0.430	0.495
-- registers in the layout (all words and copies together) (netlist names) --
signal,flops
hpos_o,11
vpos_o,10
hsync_o,1
vsync_o,1
-- layer usage --
layer | GRT usage, % | up-vias | wire (µm)
met5 | 0 | - | 0
met4 | 0.642 | 0 | 21
met3 | 2.10 | 2 | 252
met2 | 8.43 | 33 | 1260
met1 | 8.56 | 478 | 1500
li1 | - | 524 | -
-- path summary, 6_finish.rpt --
path,to,slack [ns],cells past startpoint
setup / recovery,vpos_o[6],0.43,5
hold / removal,hpos_o[0],0.50,1
setup reg to reg,vpos_o[6],0.43,5
hold reg to reg,hpos_o[0],0.50,1
Power and IR drop assume default switching activity.
